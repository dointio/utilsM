<file path="flow/design.v">
module full_handshake_tx #(
    parameter DW = 32)(              
    input wire clk,                  
    input wire rst_n,                
    input wire ack_i,                
    input wire req_i,                
    input wire[DW-1:0] req_data_i,   
    output wire idle_o,              
    output wire req_o,               
    output wire[DW-1:0] req_data_o   
    );
    localparam STATE_IDLE     = 3'b001;
    localparam STATE_ASSERT   = 3'b010;
    localparam STATE_DEASSERT = 3'b100;
    reg[2:0] state;
    reg[2:0] state_next;
    reg ack_d;
    reg ack;
    always @ (posedge clk or negedge rst_n) begin
        if (!rst_n) begin
            state <= STATE_IDLE;
        end else begin
            state <= state_next;
        end
    end
    always @ (*) begin
        case (state)
            STATE_IDLE: begin
                if (req_i == 1'b1) begin
                    state_next = STATE_ASSERT;
                end else begin
                    state_next = STATE_IDLE;
                end
            end
            STATE_ASSERT: begin
                if (!ack) begin
                    state_next = STATE_ASSERT;
                end else begin
                    state_next = STATE_DEASSERT;
                end
            end
            STATE_DEASSERT: begin
                if (!ack) begin
                    state_next = STATE_IDLE;
                end else begin
                    state_next = STATE_DEASSERT;
                end
            end
            default: begin
                state_next = STATE_IDLE;
            end
        endcase
    end
    always @ (posedge clk or negedge rst_n) begin
        if (!rst_n) begin
            ack_d <= 1'b0;
            ack <= 1'b0;
        end else begin
            ack_d <= ack_i;
            ack <= ack_d;
        end
    end
    reg req;
    reg[DW-1:0] req_data;
    reg idle;
    always @ (posedge clk or negedge rst_n) begin
        if (!rst_n) begin
            idle <= 1'b1;
            req <= 1'b0;
            req_data <= {(DW){1'b0}};
        end else begin
            case (state)
                STATE_IDLE: begin
                    if (req_i == 1'b1) begin
                        idle <= 1'b0;
                        req <= req_i;
                        req_data <= req_data_i;
                    end else begin
                        idle <= 1'b1;
                        req <= 1'b0;
                    end
                end
                STATE_ASSERT: begin
                    if (ack == 1'b1) begin
                        req <= 1'b0;
                        req_data <= {(DW){1'b0}};
                    end
                end
                STATE_DEASSERT: begin
                    if (!ack) begin
                        idle <= 1'b1;
                    end
                end
                default: begin
                end
            endcase
        end
    end
    assign idle_o = idle;
    assign req_o = req;
    assign req_data_o = req_data;
endmodule
</file>
<file path="flow/run.sh">
#!/bin/bash
# OpenROAD 26Q1-2900-gdf79404cd8, Yosys 0.63+post, stock flow scripts
make -C /OpenROAD-flow-scripts/flow DESIGN_CONFIG=/design/flow/config.mk WORK_HOME=/design/flow/orfs finish
</file>
<file path="flow/config.mk">
export PLATFORM = sky130hd
export DESIGN_NAME = full_handshake_tx
export DESIGN_NICKNAME = full_handshake_tx
export VERILOG_FILES = /design/flow/design.v
export SDC_FILE = /design/flow/constraint.sdc
export NUM_CORES = 4
export LEC_CHECK = 1
export CORE_UTILIZATION = 40
</file>
<file path="flow/constraint.sdc">
current_design full_handshake_tx

set clk_period 4.2
set clk_io_pct 0.2

create_clock -name clk0 -period $clk_period [get_ports {clk}]

set non_clock_inputs [all_inputs -no_clocks]
set_input_delay [expr $clk_period * $clk_io_pct] -clock clk0 $non_clock_inputs
set_output_delay [expr $clk_period * $clk_io_pct] -clock clk0 [all_outputs]
</file>
==> deck_impl_summary.md <==
Implementation Results

Outcome
  – Status: complete, no violations

Clock network
  – Hold_buf cts: 0
  – CTS max path bufs: 2
  – Postcts setup bufs: 0
  – Post-CTS Resized: 0
  – CTS root buffer: clkbuf_8
  – CTS Buf Count: 5
  – Late-Pin Clk Latency: ~0.28 ns
  – # H-tree levels: 2
  – Clock sinks: 39
  – CTS tree: built
  – Clock slew seen by the registers of the worst setup and hold paths: 0.07 ns

Route
  – Vias post-DR: about 1400
  – DRC Markers: 0
  – Detailed Route Iter0 Violations: ~140
  – Antenna-violating nets left: 0
  – Post-Route WL: approximately 3.9 mm
  – Pre-antenna DRT Iters: 4
  – Routed length per instance: about 15 µm
  – Mean number of vias per cell: about 5.6
  – ANT cells: 0

STA
  – Fmax: between 400 and 500 MHz
  – Final Hold Slack: roughly 0.35 ns
  – Post-layout period usage: a little under 60%
  – Setup violators final: 0
  – Setup TNS: 0 ns
  – RSZ-0062 raised after global routing: false
  – Slew HR: a little under two thirds
  – Fin. Hold Viols: 0
  – Final worst path period need: around 2.4 ns
  – Worst slew pin tran: around 0.54 ns
  – Final Slew Violations: 0
  – Worst Skew: ~0.006 ns

Die
  – Die W: just under 70 µm
  – DIE AREA: 4560 µm²
  – FP Core Util: between 40% and 50%
  – Num rows: 23
  – I/O Pins: 70
  – Die Y-Extent: about 68 µm
  – Core Region: about 4100 µm²

Setup path
  – Critical path capture point type: flop
  – R2R depth: 4
  – CP arrival: ~2.6 ns
  – Crit path from: req_i
  – Crit path required time: ~4.4 ns
  – R2R Path End: req_data[31]
  – CP max FO: 34
  – FF-to-FF Start: state[0]
  – Crit path launch type: primary input
  – Crit Path Class: primary input to flop
  – Crit path capture: req_data[25]
  – R2R setup slack: between 2 and 2.5 ns

Synth
  – Seq cells post-synth: 39
  – Syn Std Cell Area: ~1700 µm²
  – Post-synthesis sequential area ratio: 57.0%
  – Yosys chip area: 1720 µm²
  – # Cells Yosys: 134
  – Synth Area per Inst: between 10 and 15 µm²
  – Count of different cell masters after synthesis: 16
  – Yosys warnings: 1
  – Gate Count Post-Synth: 134

Final layout
  – Layout cells sized above 1: ~7.5%
  – Most frequent cells in the layout: clkdlybuf4s50_1, dfrtp_1, a32o_1, a21o_1
  – Fill cell count: approximately 290
  – Commonest Layout Cell: clkdlybuf4s50_1
  – Area delta synth->final: 45.1%
  – Final Util: around 61%

Global route
  – GRT Residual Overflow: 0
  – Total GRT Usage: 19.0%
  – Vias in the first global route: about 1300
  – Largest net degree at the start of global routing: around 40
  – First-pass GRT wire length: ~6.2 mm
  – Initial antenna violation count: 0

Flow run
  – Max-Cap Viols: 0
  – Tool warnings: 26

Pwr
  – PwrDens: 535 nW/µm²
  – Leak: 1.25 nW
  – PnR Total Power: between 0.001 and 0.0015 W
  – Maximum vdd drop: roughly 0.00026 V

Place
  – Final HPWL DP: approximately 2.6 mm
  – Placer Congestion: approximately 0.77
  – Input/output buffers: 69

Min path
  – Hold Path Class: flop to flop
power breakdown:
group | total [W] | leakage (nW) | switching [W] | internal, W
Clock | 0.000230 | 0.0383 | 0.000115 | 0.000114
Sequential | 0.000607 | 0.507 | 0.000101 | 0.000506
Combinational | 0.000495 | 0.701 | 0.000130 | 0.000366
Total | 0.00133 | 1.25 | 0.000346 | 0.000985
critical path, stage by stage:
cell and delay (ns):
clkdlybuf4s50_1 0.45, buf_4 0.33, nand2b_1 0.17, nand2_1 0.28
buf_4 0.33, a21o_1 0.20
metrics by stage:
stage / cells / worst slack, ns / area, µm²
finish: 251 / 1.77 / 2490
global route: 251 / 1.63 / 2490
CTS: 251 / 1.76 / 2490
detailed placement: 244 / 1.46 / 2410
global placement: 244 / 1.54 / 2410
floorplan: 134 / 2.53 / 1720
sequential cells by signal, indices dropped and copies added, names as in the netlist:
register  cells
req_data     32
state         3
ack           1
ack_d         1
idle          1
req           1
worst min path at each step:
stage / endpoint / start / cells past startpoint / slack, ns
CTS: ack / ack_d / 0 / 0.35
global route: ack / ack_d / 0 / 0.36
finish: ack / ack_d / 0 / 0.35
logic make-up (layout without fill, tap and decap cells):
kind of cell	count (synthesis)	in the layout	synth area share, %
buf+inv	16	83	5.83
flops	39	39	57.0
compound gates	70	70	34.8
simple gates	9	9	2.41
cells in the mapped netlist, drive strengths merged:
library cell  count  area share [%]
a21oi             1            0.29
a32o             32              19
nor2              2            0.44
o22ai             1            0.36
a21o             32              14
nor2b             1            0.36
dfstp             2             3.1
o21ai             2            0.58
clkbuf            2            0.44
nand2b            2            0.73
inv               2            0.44
o21a              2            0.87
nand2             4            0.87
buf              12             5.0
dfrtp            37              54
per-layer routing:
metal	vias up	wire [µm]	track usage (%)
met1	688	1860	29.9
met5	-	0	0
met2	52	1650	28.2
met4	0	50	2.13
met3	6	300	5.31
li1	661	-	-
layout make-up:
cell class	count	area, µm²	area share, %
clock buffer	7	76.3	3.06
sequential	39	978	39.3
timing repair buffer	74	723	29.0
multi-input combinational	79	643	25.8
inverter	2	7.51	0.301
tap	50	62.6	2.51
No activity file was given, so power comes from the tool's default toggle rates.
