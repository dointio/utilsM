==> /design/flow/design.v <==
module myloopcut #(
    parameter DW = 32,
    parameter NAME = "myloopcut"
)(
    input clk,
    input rst,
    input  i_vld,
    output i_rdy,
    input [DW-1 : 0] data_i,
    output o_vld,
    input  o_rdy,
    output [DW-1 : 0] data_o
);
reg_rs #(1, 0) rdy_inst (clk, rst, o_rdy, i_rdy);
wire vld_r;
wire [DW-1 : 0] data_r;
wire open_buf = ~o_rdy & i_rdy;
wire clr_buf  =  o_rdy & ~i_rdy;
reg_enrs #(DW+1, 0, NAME) payload_buf (clk, rst, open_buf, {i_vld, data_i}, {vld_r, data_r});
wire recovery;
reg_enrs #(1, 0, NAME)  cnt_inst  (clk, rst, open_buf | clr_buf, (open_buf ? 1'b1 : 1'b0), recovery);
assign o_vld  = recovery ? vld_r  : i_vld;
assign data_o = recovery ? data_r : data_i;
endmodule
module reg_enrs #(
    parameter DW = 1, 
    parameter RESET_VAL = 0,
    parameter REG_NAME = "reg_enrs"
) (
    input clk,
    input rst_n,
    input en,
    input [DW-1:0] data_i,
    output reg [DW-1:0] data_o
);
    always @(posedge clk) begin
        if (~rst_n) data_o <= RESET_VAL;
        else if (en) data_o <= data_i;
    end
endmodule
module reg_rs #(
    parameter DW = 1, 
    parameter RESET_VAL = 0 
) (
    input clk,
    input rst_n,
    input [DW-1:0] data_i,
    output reg [DW-1:0] data_o
);
    always @(posedge clk) begin
        if (~rst_n) data_o <= RESET_VAL;
        else data_o <= data_i;
    end
endmodule
==> /design/flow/run.sh <==
#!/bin/bash
# OpenROAD 26Q1-2900-gdf79404cd8, Yosys 0.63+post, stock flow scripts
make -C /OpenROAD-flow-scripts/flow DESIGN_CONFIG=/design/flow/config.mk WORK_HOME=/design/flow/orfs finish
==> /design/flow/config.mk <==
export PLATFORM = sky130hd
export DESIGN_NAME = myloopcut
export DESIGN_NICKNAME = myloopcut
export VERILOG_FILES = /design/flow/design.v
export SDC_FILE = /design/flow/constraint.sdc
export NUM_CORES = 4
export LEC_CHECK = 1
export CORE_UTILIZATION = 40
==> /design/flow/constraint.sdc <==
current_design myloopcut

set clk_period 3.0
set clk_io_pct 0.2

create_clock -name clk0 -period $clk_period [get_ports {clk}]

set non_clock_inputs [all_inputs -no_clocks]
set_input_delay [expr $clk_period * $clk_io_pct] -clock clk0 $non_clock_inputs
set_output_delay [expr $clk_period * $clk_io_pct] -clock clk0 [all_outputs]
==> results.cfg <==
; yosys + openroad results
[final_layout]
area_growth_pct = 39.1
utilization_pct = 59.5
fillers = 356
finalNonFillerCells = 271
comb_area_um2 = 1060
regArea_um2 = 702
lay_top_cells = clkdlybuf4s50_1, mux2i_1, nor2b_1, dfxtp_1, mux2_4
drive_above_1_share_pct = 21.0
layout_top_cell = clkdlybuf4s50_1

[synthesis]
ys_cells = 150
yosys.area.top_type = dfxtp_1
topCellsByArea = dfxtp_1, mux2_4, mux2i_1
postSynthAreaPerCell_um2 = 12.8
ys_seq_share_pct = 36.6
top_cell_area_share_pct = 36.6
yosys_area_um2 = 1910
synthCells = 150
syn_area_um2 = 1910
ys_ff = 35
yosysWarnings = 3
synth_cell_type_count = 11

[setup_path]
worst-setup-path-type = register to primary output
arrival_ps = 1890
cp-start-kind = register
endpoint_kind = primary output
reg2reg_depth = 4
path_max_fanout = 24
worst-endpoint-required_ps = 2400

[placed_design]
io_buffers = 69
place_congestion = 0.748
hpwlAfterDp_um = 2330
dp_cells = 264

[floorplanning]
num_rows = 24
core_area_um2 = 4470
fp-utilization_pct = 42.8
ios = 70
die_h_um = 71.2
fp.dieW_um = 71.2
dieArea_um2 = 5070

[clock_tree]
cts_tree = built
cts_hold_buf = 0
clock_latency_ps = 280
clkSlewWorstSetupHoldPaths_ps = 70
cts_resized = 0
cts.path.max_buffers = 2
cts.sinks = 35
root_buffer = clkbuf_8
post-cts-setup-buffers = 0
numCtsBuffers = 5
cts_max_level = 2

[sta]
slew_headroom_pct = 55.7
setup_violations = 0
period_used_pct = 83.0
fin_worst_skew_ps = 5.06
drv_slew = 0
worst_pin_slew_ps = 662
fmax_ghz = 0.402
hold_violations = 0
rsz0062_at_grt = false
setup_tns_ps = 0
min_period_ps = 2490

[run]
cap_violations = 0
tool_warnings = 26

[global_route]
grt_pass1_wl_um = 5530
antenna_found_initial = 0
grt_max_degree = 25
track_usage_pct = 14.0
grt_pass1_vias = 1167
grt-ovfl-total = 0

[hold_path]
hold_path.class = register to register
hold_depth = 2

[routing]
drt-vias-per-instance = 4.63
antenna_left = 0
routed_wl_um = 3390
num_vias = 1255
drc = 0
antenna-diode-count = 0
drtPass1Iterations = 19
wire_per_inst_um = 12.5
initialDrtViolationCount = 51

[pwr]
p_leak_nw = 0.997
power_mw = 1.03
max-vdd-ir-drop_mv = 0.210
pwr_density_cell_nw_per_um2 = 388

[status]
status = finished clean
[through the flow]
stage	setup WS [ps]	hold slack (ps)	area, um2
6_report	510	513	2660
5_1_grt	410	536	2660
4_1_cts	472	522	2660
3_5_place_dp	678	505	2570
3_3_place_gp	678	493	2570
2_1_floorplan	1540	477	1910
[state kept, by name, indices dropped and copies added (netlist names)]
name,cells
cnt_inst.data_o,1
payload_buf.data_o,33
rdy_inst.data_o,1
[Yosys cell counts]
| master | n |
|---|---|
| inv_1 | 1 |
| buf_12 | 6 |
| nor2b_1 | 34 |
| dfxtp_1 | 35 |
| mux2_4 | 30 |
| mux2_2 | 3 |
| buf_6 | 2 |
| clkbuf_1 | 3 |
| ha_1 | 1 |
| mux2i_1 | 34 |
| and2_1 | 1 |
[power breakdown]
part           switching, mW  internal [mW]  total [mW]
clock network          0.155          0.180       0.335
logic                 0.0514          0.157       0.208
registers            0.00967          0.481       0.491
total                  0.217          0.818        1.03
[cell type report]
type / count / area share (%)
repair buffers: 73 / 28.0
well taps: 52 / 2.44
clock inverters: 1 / 0.188
clock buffers: 6 / 3.10
flip-flops and latches: 35 / 26.4
multi-input cells: 103 / 39.8
inverters: 1 / 0.141
[per-layer routing]
metal	up-vias	wire length, um	track usage, %
met5	-	0	0
met4	0	20	1.33
met3	2	209	5.06
met2	39	1480	21.2
met1	567	1680	20.7
li1	647	-	-
[logic make-up (layout without fill, tap and decap cells)]
group / count (synthesis) / in the layout / synth area share, %
and+or+nand+nor: 35 / 35 / 11.4
buffers and inverters: 12 / 81 / 8.24
adders and majority gates: 1 / 1 / 0.653
DFF: 35 / 35 / 36.6
muxes: 67 / 67 / 43.1
[final timing paths]
path / from / endpoint / slack [ps]
worst min register to register: payload_buf.data_o[27]$_SDFFE_PN0P_ / payload_buf.data_o[27]$_SDFFE_PN0P_ / 510
worst max-delay path: cnt_inst.data_o$_SDFFE_PN0P_ / data_o[27] / 510
worst max register to register: rdy_inst.data_o$_SDFF_PN0_ / payload_buf.data_o[10]$_SDFFE_PN0P_ / 1550
worst min-delay path: payload_buf.data_o[27]$_SDFFE_PN0P_ / payload_buf.data_o[27]$_SDFFE_PN0P_ / 510
[critical path, cell delays in order (launching register included)]
cell and delay, ps:
dfxtp_2 570, buf_12 260, mux2_2 350, clkdlybuf4s50_1 410
